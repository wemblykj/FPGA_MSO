File: /design/flow/config.mk
export PLATFORM = sky130hd
export DESIGN_NAME = iir_df_i
export DESIGN_NICKNAME = iir_df_i
export VERILOG_FILES = /design/flow/design.v
export SDC_FILE = /design/flow/constraint.sdc
export NUM_CORES = 4
export LEC_CHECK = 1
export CORE_UTILIZATION = 40
File: /design/flow/constraint.sdc
current_design iir_df_i

set clk_period 14.8
set clk_io_pct 0.2

create_clock -name clk0 -period $clk_period [get_ports {clk}]

set non_clock_inputs [all_inputs -no_clocks]
set_input_delay [expr $clk_period * $clk_io_pct] -clock clk0 $non_clock_inputs
set_output_delay [expr $clk_period * $clk_io_pct] -clock clk0 [all_outputs]
File: /design/flow/design.v
`timescale 1ns / 1ps
module df_i
	#(
		parameter N = 3,							 
		parameter X_WIDTH = 12,					 
		parameter Y_WIDTH = 12,					 
		parameter PRECISION = 16,				 
		parameter COEFF_WIDTH = 16,			 
		parameter Q = 14,							 
	)
	(
		input rst_n,															 
		input clk,																 
		input signed [X_WIDTH-1:0] x,										 
		input signed [(COEFF_WIDTH*(N+1))-1:0] packed_coeffs,		 
		output signed [Y_WIDTH-1:0] y										 
    );
	reg signed[PRECISION-1:0] z [0:N];						 
	wire signed[PRECISION-1:0] d [0:N];						 
	wire signed [COEFF_WIDTH-1:0] h [0:N];					 
	wire signed [PRECISION-1:0] _y;							 
	assign _y = d[N];
	assign y = { {(Q){_y[PRECISION-1]}}, _y[PRECISION-1:Q] };
	genvar t;
	generate
		for (t = 0; t < (N+1) ; t = t + 1) begin : for_stage
			assign h[t] = packed_coeffs[((COEFF_WIDTH*t)+COEFF_WIDTH)-1:COEFF_WIDTH*t];
			if (t == 0) begin : sum_initial
				assign d[t] = z[t] * h[t];
			end else begin : sum_cascade
				assign d[t] = d[t-1] + (z[t] * h[t]);
			end
		end
	endgenerate
	integer i;
	always @(posedge clk or negedge rst_n) begin
		if (!rst_n) begin
			for (i = 0; i < (N+1) ; i = i + 1) begin
				z[i] <= 0;
			end
		end else begin
			for (i = 1; i < (N+1) ; i = i + 1) begin
				z[i] <= z[i-1];
			end
			z[0] <= x;
		end
	end
endmodule
`timescale 1ns / 1ps
module iir_df_i
	#(
		parameter N = 2,							 
		parameter X_WIDTH = 12,					 
		parameter Y_WIDTH = 12,					 
		parameter PRECISION = 16,				 
		parameter COEFF_WIDTH = 16,			 
		parameter Q = 14							 
	)
	(
		 input rst_n,													 
		 input clk,														 
		 input signed [X_WIDTH-1:0] x,							 
		 input [(COEFF_WIDTH*N)-1:0] packed_a_coeffs,		 
		 input [(COEFF_WIDTH*(N+1))-1:0] packed_b_coeffs,	 
		 output signed [Y_WIDTH-1:0] y							 
    );
	wire signed [COEFF_WIDTH-1:0] a0 = 1;  
	wire signed [PRECISION-1:0] d;							 
	df_i #(
			.N(N),
			.X_WIDTH(X_WIDTH),
			.Y_WIDTH(PRECISION),
			.PRECISION(PRECISION),
			.COEFF_WIDTH(COEFF_WIDTH),
			.Q(0)	 
		)
		ff
		(
			.rst_n(rst_n),
			.clk(clk),
			.x(x),
			.packed_coeffs(packed_b_coeffs),
			.y(d)
		);
		df_i #(
			.N(N),
			.X_WIDTH(PRECISION),
			.Y_WIDTH(Y_WIDTH),
			.PRECISION(PRECISION),
			.COEFF_WIDTH(COEFF_WIDTH),
			.Q(Q)
		)
		fb
		(
			.rst_n(rst_n),
			.clk(clk),
			.x(d),
			.packed_coeffs( { packed_a_coeffs, a0 } ),
			.y(y)
		);
endmodule
File: /design/flow/run.sh
#!/bin/bash
# OpenROAD 26Q1-2900-gdf79404cd8, Yosys 0.63+post, stock flow scripts
make -C /OpenROAD-flow-scripts/flow DESIGN_CONFIG=/design/flow/config.mk WORK_HOME=/design/flow/orfs finish
==> GITHUB_STEP_SUMMARY <==
### Flow metrics

| Metric | Value |
|---|---|
| Status | `finished, final reports clean` |
| Yosys reg bits | `84` |
| Synth cell types | `37` |
| Iteration tally of the first detailed-router pass | `6` |
| Ys Warns | `4` |
| Worst Setup SP | `packed_a_coeffs[1]` |
| Kind of critical path | `input pin to output pin` |
| Nature of the critical path endpoint | `output pin` |
| HPWL Detailed | `45,000 um` |
| Initial detailed-routing violation count | `490` |
| Post-CTS sizing | `0` |
| Vias in the first global route | `15.95k` |
| Clock Skew | `0.01070 ns` |
| Io pins | `106` |
| Area share, top type | `44.30%` |
| Final setup fails | `0` |
| Wire per inst | `17.51 um` |
| Synth area leader | `fa_1` |
| Top delay family on crit path | `adder cells` |
| Clk latency late pin | `0.35 ns` |
| Clock Tree Root | `clkbuf_16` |
| CTS sink cnt | `84` |
| Drt via density | `4.708` |
| Syn Inst Count | `2,278` |
| Syn avg cell area | `9.561 um^2` |
| CP max FO | `15` |
| # rows | `85` |
| Syn-to-layout area delta | `9.186%` |
| Routability-driven placement congestion ratio | `0.9282` |
| Synth cell count leaders | `inv_1, fa_1, and2_1, nand2_1, ha_1` |
| Clock buffer depth | `2` |
| Largest net degree at the start of global routing | `57` |
| Post-Route WL | `53,130 um` |
| GRT Util Overall | `21.85%` |
| Post-synth ARST share | `100.0%` |
| Slowest CP cell | `clkdlybuf4s50_1` |
| Unrepaired setup endpoints after global routing | `false` |
| RR Startpoint | `ff.z[0][0]$_DFF_PN0_` |
| Die Ht | `235.4 um` |
| Share of cells above drive strength 1 | `1.670%` |
| Biggest area cells | `fa_1, ha_1, inv_1` |
| Layout Utilization | `44.19%` |
| Yosys stat cell total | `2,278` |
| FP Core Util | `40.47%` |
| DR DRC count | `0` |
| Worst Setup EP | `y[2]` |
| CTS clk-pin slew, worst paths | `0.07 ns` |
| # hold bufs at CTS | `0` |
| Total Die Area | `55,390 um^2` |
| Number of port buffers | `105` |
| Synth Seq Share | `9.651%` |
| Fin. max-slew vios | `0` |
| Final Hold Viols | `0` |
| Initial antenna violation count | `5` |
| Slew HR | `44.07%` |
| Via Count | `14.29k` |
| Most used cell, CP | `fa_1` |
| CP Buf/Inv Count | `8` |
| Most common cell in the synthesized netlist | `inv_1` |
| Reg2Reg Setup Slack | `7.83 ns` |
| Worst path depth | `24` |
| CTS tree | `built` |
| CP startpoint kind | `input pin` |
| Htree depth | `3` |
| YS chip area | `21,780 um^2` |
| Arrival @ worst endpoint | `10.51 ns` |
| Least-Margin Pin Slew | `0.8389 ns` |
| Syn Std Cell Area | `21,780 um^2` |
| Critical path, cell by cell | `clkdlybuf4s50_1, and2_1, fa_1, inv_1, fa_1, inv_1, fa_1, inv_1, fa_1, inv_1, fa_1, fa_1, fa_1, inv_1, fa_1, inv_1, ha_1, a21o_1, a21oi_1, nand2_1, a21oi_1, a31oi_1, xnor2_1, clkdlybuf4s50_1` |
| First-pass GRT wire length | `87,080 um` |
| Fin crit period | `13.47 ns` |
| Tool Warnings | `29` |
| Setup Fix Bufs, Post-CTS | `0` |
| Hold Crit Class | `flip-flop to flip-flop` |
| Fmax | `74.22 MHz` |
| Crit path DRT | `11.84 ns` |
| Dominant flop cell | `dfrtp_1` |
| Fin crit share | `91.04%` |
| Core area | `53,810 um^2` |
| Total CTS buffers | `9` |
| Post-route ant nets | `0` |
| Grt total ovfl | `0` |
| Setup TNS | `0 ns` |
| DIE WIDTH | `235.4 um` |
| Max-cap viol count | `0` |
| Reg2Reg Depth | `22` |
| R2r endpoint | `fb.z[0][15]$_DFF_PN0_` |
| Post-synth EDFFs | `0` |
| CP peak stage delay | `0.73 ns` |
## worst min-delay path by stage
stage	slack, ns	to	depth (start not counted)	start
after CTS	0.38	fb.z[1][1]$_DFF_PN0_	0	fb.z[0][1]$_DFF_PN0_
final	0.38	fb.z[1][1]$_DFF_PN0_	0	fb.z[0][1]$_DFF_PN0_
after global routing	0.39	fb.z[1][11]$_DFF_PN0_	0	fb.z[0][11]$_DFF_PN0_
## cell type report
class / count / area [um^2]
Tap cell: 696 / 870.8
Clock buffer: 9 / 225.2
Antenna cell: 4 / 10.01
Timing Repair Buffer: 119 / 1154
Clock inverter: 7 / 80.08
Inverter: 588 / 2207
Fill cell: 5091 / 30030
Multi-Input combinational cell: 1528 / 17130
Sequential cell: 84 / 2102
## worst register-to-register path, cell delays in order (launching register included)
cell	delay, ns
dfrtp_1	0.74
nand2_1	0.17
fa_1	0.56
inv_1	0.05
fa_1	0.50
fa_1	0.57
inv_1	0.07
fa_1	0.52
fa_1	0.43
fa_1	0.50
inv_1	0.06
fa_1	0.52
inv_1	0.05
fa_1	0.48
inv_1	0.05
ha_1	0.35
nand2_1	0.10
nand2_1	0.05
a21o_1	0.22
a2111oi_0	0.40
nor2_1	0.14
a31oi_1	0.22
xnor2_1	0.15
## cell families (layout without fill, tap and decap cells)
logic type,Yosys count,count (layout),synth area share (%)
buffers and inverters,666,723,11.69
flip-flops,84,84,9.651
other,0,4,0
multiplexers,1,1,0.05170
AND/OR/NAND/NOR,670,670,15.80
AND-OR/OR-AND,35,35,1.051
XOR/XNOR,141,141,6.020
adder cells (fa/ha/maj),681,681,55.73
## sequential cells by signal (all words and copies together) (netlist names)
register  flops
ff.z         36
fb.z         48
## per-stage QoR
step | hold WS [ns] | std cells | setup slack (ns) | cell area, um^2
after global placement | 0.3588 | 3015 | 1.434 | 23470
final | 0.3787 | 3035 | 1.326 | 23780
after CTS | 0.3828 | 3031 | 1.267 | 23770
after global routing | 0.3864 | 3033 | 0.8669 | 23780
after floorplan | 0.3487 | 2278 | 2.794 | 21780
after detailed placement | 0.3637 | 3015 | 1.289 | 23470
## layer usage
| metal | part of all wire, % | track usage, % | vias up |
|---|---|---|---|
| met5 | 0.15 | 0.8658 | - |
| met4 | 3.3 | 5.090 | 4 |
| met3 | 8.1 | 7.435 | 71 |
| met2 | 49 | 35.43 | 456 |
| met1 | 39 | 29.34 | 7191 |
| li1 | - | - | 6566 |
## placed cells by master (no fill, tap or decap), types with 2 or more instances in the layout
cell             Yosys  routed
nand3b_1             2       2
buf_4               10      15
ha_1               199     199
a21oi_1             10      10
nand2_1            301     301
inv_6                0       2
and2_1             330     330
a31oi_1              2       2
fa_1               482     482
inv_1              588     588
xnor3_1              5       5
a21o_1               7       7
nand3_1              2       2
diode_2              0       4
nor3b_1              2       2
nor2b_1              8       8
a211oi_1             2       2
nand2b_1            10      10
o21bai_1             2       2
o21ai_1              3       3
nand2_2              3       3
xnor2_1            109     109
and2_2               4       4
o21a_1               2       2
xor2_1              26      26
clkdlybuf4s50_1      0     104
dfrtp_1             84      84
nor3_1               2       2
o211ai_1             4       4
nor2_1               3       3
clkbuf_16            0       9
